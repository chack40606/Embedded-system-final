==> flow/design.v <==
`timescale 1ns / 1ps
module Segdisplay(
    input [7:0] x,
    output reg [6:0] seg
    );
    initial 
        seg <= 7'b0000001;
    always @(x)
    begin
        case (x)  
            28 : seg = 7'b0001000;  
            50 : seg = 7'b1100000;  
            33 : seg = 7'b0110001;  
            35 : seg = 7'b1000010;  
            36 : seg = 7'b0110000;  
            43 : seg = 7'b0111000;  
            52 : seg = 7'b0000100;  
            51 : seg = 7'b1001000;  
            67 : seg = 7'b1111001;  
            59 : seg = 7'b1000011;  
            66 : seg = 7'b1111110;  
            75 : seg = 7'b1110001;  
            58 : seg = 7'b1111110;  
            49 : seg = 7'b1101010;  
            68 : seg = 7'b1100010;  
            77 : seg = 7'b0011000;  
            21 : seg = 7'b0001100;  
            45 : seg = 7'b1111010;  
            27 : seg = 7'b0100100;  
            44 : seg = 7'b1110000;  
            60 : seg = 7'b1000001;  
            42 : seg = 7'b1100011;  
            29 : seg = 7'b1111110;  
            34 : seg = 7'b1111110;  
            53 : seg = 7'b1000100;  
            26 : seg = 7'b1111110;  
            69 : seg = 7'b0000001;  
            22 : seg = 7'b1001111;  
            30 : seg = 7'b0010010;  
            38 : seg = 7'b0000110;  
            37 : seg = 7'b1001100;  
            46 : seg = 7'b0100100;  
            54 : seg = 7'b0100000;  
            61 : seg = 7'b0001111;  
            62 : seg = 7'b0000000;  
            70 : seg = 7'b0000100;  
            default : seg = 7'b1111110; 
        endcase
    end
endmodule
`timescale 1ns / 1ps
module TOP(
    input clk,
    input PS2_clk,
    input PS2_data,
    output tx,
    output reg [3:0] an,
    output wire [6:0] seg
    );
    reg clk_50MHz = 0;
    reg gotrans = 0;
    reg received = 0;
    wire ps2_done;
    wire [15:0] key_read;
    reg [15:0] key_received;
    reg [3:0] trans_cnt;
    wire tx_ready;
    wire [7:0] tx_buf;
    wire tx_start;
    reg [7:0] hex2seg;
    ps2 keyboard_in(.clk(clk_50MHz), .PS2_clk(PS2_clk), .PS2_data(PS2_data), .done(ps2_done), .key_read(key_read));
    UART_protocol fill(.clk(clk), .key_received(key_received), .gotrans(gotrans), .tx_ready(tx_ready), .trans_cnt(trans_cnt), .tx_buf(tx_buf), .tx_start(tx_start));
    UART_trans txtrans(.clk(clk), .tx_start(tx_start), .tx_buf(tx_buf), .tx(tx), .tx_ready(tx_ready));
    Segdisplay display(.x(hex2seg), .seg(seg));
    initial an = 4'b1110;
    initial hex2seg = 8'b0;
    always@(posedge clk) begin
        clk_50MHz = ~clk_50MHz;
    end
    always@(key_read) begin
        if(key_read[7:0] == 8'hf0) begin
            trans_cnt <= 4'b0;
            received <= 1'b0;
        end else if(key_read[15:8] == 8'hf0) begin
            trans_cnt <= 4'd6;
            received <= 1'b1;
        end else if (key_read[7:0] != key_received[7:0] || key_received[15:8] == 8'hf0) begin
            trans_cnt <= 4'd3;
            received <= 1'b1;
            hex2seg <= key_read[7:0];
        end
    end
    always@(posedge clk) begin
        if (ps2_done == 1'b1 && received == 1'b1) begin
            key_received <= key_read;
            gotrans <= 1'b1;
        end else
            gotrans <= 1'b0;
    end
endmodule
`timescale 1ns / 1ps
module UART_protocol(
    input clk,
    input [15:0] key_received,
    input gotrans,
    input tx_ready,
    input [3:0] trans_cnt,
    output reg [7:0] tx_buf,
    output reg tx_start
    );
    reg [3:0] cnt;
    reg [31:0] bin2acii;
    reg loading = 0;
    initial begin
        tx_buf <= 8'b0;
        tx_start <= 1'b0;
    end
   always@(key_received) begin
            if(key_received[3:0] <= 9)
                bin2acii[7:0] = 8'd48 + key_received[3:0];
            else
                bin2acii[7:0] = 8'd55 + key_received[3:0];
            if(key_received[7:4] <= 9)
                bin2acii[15:8] = 8'd48 + key_received[7:4];
            else
                bin2acii[15:8] = 8'd55 + key_received[7:4];
            if(key_received[11:8] <= 9)
                bin2acii[23:16] = 8'd48 + key_received[11:8];
            else
                bin2acii[23:16] = 8'd55 + key_received[11:8];
            if(key_received[15:12] <= 9)
                bin2acii[31:24] = 8'd48 + key_received[15:12];
            else
                bin2acii[31:24] = 8'd55 + key_received[15:12];
    end
    always@(posedge clk) begin
        if (tx_ready == 1'b1) begin
            if(loading == 1'b1) begin
                if(cnt == 1'b0) begin
                    loading <= 0;
                    cnt <= trans_cnt;
                end else begin
                    cnt <= cnt - 1'b1;
                    tx_start <= 1'b1;
                    loading <= 1'b1;
                end
            end else begin
                if (trans_cnt != 0) begin
                    cnt <= trans_cnt;
                    loading <= gotrans;
                    tx_start <= gotrans;
                end
            end
        end else
            tx_start <= 1'b0;      
    end
    always@(cnt)
        case(cnt)
            0:tx_buf <= 8'd13;
            1:tx_buf <= 8'd10;
            2:tx_buf <= bin2acii[7:0];
            3:tx_buf <= bin2acii[15:8];
            4:tx_buf <= 8'd32;
            5:tx_buf <= bin2acii[23:16];
            6:tx_buf <= bin2acii[31:24];
            default: tx_buf <= 8'd0;
        endcase
endmodule
`timescale 1ns / 1ps
module UART_trans(
    input clk,
    input tx_start,
    input [7:0] tx_buf,
    output tx,
    output tx_ready
    );
    parameter baudrate = 9600, cnt_MAX = 100000000/baudrate;
    reg running=0;
    reg [15:0] cnt;
    reg [3:0] shift_cnt;
    reg [10:0] tx_shift;
    always@(posedge clk) begin
        if (running == 1'b0) begin
            tx_shift <= {2'b11, tx_buf, 1'b0};
            running <= tx_start;
            cnt <= 1'b0;
            shift_cnt <= 1'b0;
        end else if (cnt == cnt_MAX) begin
            tx_shift <= {1'b1, tx_shift[10:1]};
            cnt <= 1'b0;
            shift_cnt <= shift_cnt + 1'b1;
            if (shift_cnt == 4'd11) begin
                running <= 1'b0;
                shift_cnt <= 1'b0;
            end
        end else
            cnt <= cnt + 1'b1;
    end
    assign tx = (running == 1'b1)? tx_shift[0] : 1'b1;
    assign tx_ready = ((running == 1'b0 && tx_start == 1'b0))? 1'b1 : 1'b0;
endmodule
`timescale 1ns / 1ps
module debouncer(
    input clk,
    input sig_in,
    output reg sig_out
    );
    reg [7:0] cnt;
    reg sig_past = 0;
    always@(posedge clk) begin
        if (sig_in == sig_past) begin
            if(cnt == 8'd255)
                sig_out <= sig_in;
            else
                cnt <= cnt + 1'b1;
        end
        else begin
            cnt <= 0;
            sig_past <= sig_in;
        end
        end
endmodule
`timescale 1ns / 1ps
module ps2(
    input clk,
    input PS2_clk,
    input PS2_data,
    output reg [15:0] key_read=0,
    output reg done
    );
    reg [10:0] data_buf;
    wire PS2clk_d, PS2data_d;
    reg [7:0]dataprev = 0;
    reg [3:0]cnt = 0;
    reg flag = 0;
    reg pflag;
    debouncer kb_clk(.clk(clk), .sig_in(PS2_clk), .sig_out(PS2clk_d));
    debouncer kb_data(.clk(clk), .sig_in(PS2_data), .sig_out(PS2data_d));
    always@(negedge PS2clk_d) begin
            if(cnt <= 4'd9) begin
                data_buf[cnt] <= PS2data_d;
                cnt <= cnt + 1'b1;
                if(cnt == 4'd9)
                    flag <= 1;
            end
            else if (cnt == 4'd10) begin
                data_buf[cnt] <= PS2data_d;
                flag <= 0;
                cnt <= 0;
            end
    end
    always@(posedge clk) begin
        if (flag == 1'b1 && pflag == 1'b0) begin
            key_read <= {dataprev, data_buf[8:1]};
            dataprev <= data_buf[8:1];
            done <= 1'b1;
        end else
            done <= 1'b0;
        pflag <= flag;
    end
endmodule
==> flow/run.sh <==
#!/bin/bash
# OpenROAD 26Q1-2900-gdf79404cd8, Yosys 0.63+post, stock flow scripts
make -C /OpenROAD-flow-scripts/flow DESIGN_CONFIG=/design/flow/config.mk WORK_HOME=/design/flow/orfs finish
==> flow/config.mk <==
export PLATFORM = sky130hd
export DESIGN_NAME = TOP
export DESIGN_NICKNAME = TOP
export VERILOG_FILES = /design/flow/design.v
export SDC_FILE = /design/flow/constraint.sdc
export NUM_CORES = 4
export LEC_CHECK = 1
export CORE_UTILIZATION = 30
==> flow/constraint.sdc <==
current_design TOP

set clk_period 4.0
set clk_io_pct 0.2

create_clock -name clk0 -period $clk_period [get_ports {clk}]

set non_clock_inputs [all_inputs -no_clocks]
set_input_delay [expr $clk_period * $clk_io_pct] -clock clk0 $non_clock_inputs
set_output_delay [expr $clk_period * $clk_io_pct] -clock clk0 [all_outputs]
==> impl_metrics.json <==
{
  "outcome": "complete, no violations",
  "slowest_delay_ns": 0.57,
  "overflow": 0,
  "grt_pass1_vias": 3865,
  "crit_chain": "or4b_4 -> or4_4 -> nand2_2",
  "fin_tns_setup_ns": 0,
  "tightestPinTransition_ns": 0.839,
  "die_height_um": 143,
  "ys_sh_simple_pct": 18.8,
  "rsz0062_at_grt": "no",
  "ys_async_sr_fraction_pct": 0,
  "hold_viol": 0,
  "routed_wl_um": 10800,
  "grt_pass1_wl_um": 18600,
  "antenna_left": 0,
  "max_freq_ghz": 0.453,
  "unclocked_pins": 63,
  "finalCritPeriodShare_pct": 55.2,
  "ctsResizeCount": 0,
  "cp_max_fo": 23,
  "synth_top_area_share_pct": 31.1,
  "maxCapViolCount": 0,
  "muxShareOfSynthArea_pct": 1.59,
  "io_pins": 15,
  "wl_per_cell_um": 12.4,
  "yosysChipArea_um2": 5990,
  "cts_tree": "done",
  "common_cells": "edfxtp_1, nor2_1, nand2_1",
  "p_leak_nw": 2.44,
  "slew-limit-headroom_pct": 44.0,
  "power_density_nw_per_um2": 160,
  "p_total_mw": 1.04,
  "compound_area_share_pct": 14.5,
  "edf_count": 62,
  "root_buffer": "clkbuf_16",
  "syn_to_final_growth_pct": 8.28,
  "cpMaxStageDelayCell": "or4_4",
  "wl_met1_um": 5630,
  "dr_wl_met3_um": 232,
  "crit_family": "simple AND/OR/NAND/NOR gates",
  "wl_met2_um": 4780,
  "topCellsByArea": "edfxtp_1, dfxtp_1, ha_1",
  "grt_max_degree": 40,
  "xor_area_share_pct": 5.56,
  "numCtsBuffers": 5,
  "cp_data_required_time_ns": 3.94,
  "timing.final.crit_period_ns": 2.21,
  "vias": 4173,
  "dp_hpwl_um": 7960,
  "path_clk_slew_ns": 0.08,
  "fp_util_pct": 30.7,
  "syn_avg_cell_area_um2": 9.90,
  "cts_max_path_buffers": 2,
  "fa_ha_area_share_pct": 6.90,
  "place_congestion": 0.860,
  "finalCoreUtilization_pct": 33.2,
  "syn-instance-count": 605,
  "htree_levels": 2,
  "port-buffer-count": 10,
  "antenna_cells": 0,
  "drv_slew": 0,
  "top_layer_used": "met4",
  "critPathBufInv": 0,
  "synthesis.area_um2": 5990,
  "chipWidth_um": 143,
  "ctsHoldBuffers": 0,
  "worstSetupPathType": "reg2reg",
  "untimed_endpoints": 136,
  "skew_ns": 0.00802,
  "ir_worst_vdd_v": 0.000184,
  "yosysCellCount": 605,
  "drive_above_1_share_pct": 3.31,
  "antenna_found_initial": 0,
  "num_rows": 51,
  "crit_arrival_ns": 2.15,
  "ff_type": "edfxtp_1",
  "firstDrtPassIters": 5,
  "yosys.cell_types.count": 69,
  "drtIter0Drc": 272,
  "cts_setup_buffers": 0,
  "synth_flops": 117,
  "setup_viol": 0,
  "via_per_inst": 4.80,
  "die_area_um2": 20500,
  "cp-end-kind": "flop",
  "drcViolationCount": 0,
  "start_kind": "flop",
  "grt_util_all_layers_pct": 11.4,
  "n_fill_cell": 1989,
  "clock_latency_ns": 0.30,
  "warning_count": 47,
  "synthTopLogicFamily": "simple AND/OR/NAND/NOR gates",
  "hold_class": "reg2reg",
  "top_area_cell": "edfxtp_1",
  "yosysWarnings": 6,
  "core_um2": 19500
}
path summary, 6_finish.rpt:
check / startpoint / endpoint / slack [ns] / depth (start not counted)
worst max-delay path: txtrans.cnt[3] / txtrans.tx_shift[5] / 1.79 / 3
worst min-delay path: txtrans.tx_shift[0] / txtrans.tx_shift[0] / 0.45 / 2
worst max register to register: txtrans.cnt[3] / txtrans.tx_shift[5] / 1.79 / 3
worst min register to register: txtrans.tx_shift[0] / txtrans.tx_shift[0] / 0.45 / 2
flip-flops by register name, summed over array words and instances (netlist names), 3 cells and up:
name                     cells
keyboard_in.key_read         9
fill.cnt                     4
keyboard_in.kb_clk.cnt       8
keyboard_in.cnt              4
hex2seg                      8
key_received                16
keyboard_in.data_buf         8
keyboard_in.kb_data.cnt      8
txtrans.shift_cnt            4
txtrans.cnt                 16
txtrans.tx_shift             9
trans_cnt                    3
keyboard_in.dataprev         7
tightest hold or removal path, delay by kind of cell (launching register included):
kind               cells  cell delay [ns]
AOI/OAI and AO/OA      1             0.05
and+or+nand+nor        1             0.05
DFF                    1             0.31
cell families after synthesis:
| kind of cell | after synthesis |
|---|---|
| xor gates and xnor gates | 38 |
| other | 2 |
| latches | 12 |
| and+or+nand+nor | 221 |
| muxes | 8 |
| buffers and inverters | 58 |
| AOI/OAI and AO/OA | 128 |
| adders and majority gates | 33 |
| DFF | 105 |
cell type report:
type,count,area [um^2],area share (%)
clock inverter,3,28.8,0.444
multi-input combinational,432,2850,43.9
timing repair buffer,12,115,1.78
clock buffer,5,125,1.93
tap,265,332,5.11
inverter,35,131,2.03
sequential,117,2900,44.8
cells in the final DEF, fill, tap and decap left out, types with 5 or more instances in the layout:
cell	instances
o211ai_1	5
nand2b_1	7
a22o_1	7
dlxtn_1	12
inv_1	33
mux2i_1	5
nor2b_1	7
ha_1	33
xnor2_1	16
a211oi_1	9
clkdlybuf4s50_1	10
edfxtp_1	62
a22oi_1	5
nor3_1	14
xor2_1	22
and2_1	12
nand2_1	56
and3_1	10
clkbuf_16	5
o31ai_1	11
a21oi_1	23
nor2_1	62
nand3_1	12
o21ai_0	21
o21ai_1	9
a31oi_1	8
dfxtp_1	43
and4_1	6
nand4_1	11
report_power, final:
part	internal, mW	total (mW)	switching, mW	leakage [nW]
Combinational	0.00254	0.00693	0.00440	1.33
Sequential	0.578	0.578	0	1.03
Clock	0.239	0.452	0.213	0.0759
Total	0.820	1.04	0.217	2.44
metrics by stage:
step / cell area [um^2] / setup WS, ns / cells / hold slack (ns)
after floorplan: 5990 / 1.90 / 607 / 0.427
after global placement: 6330 / 1.77 / 861 / 0.448
after detailed placement: 6330 / 1.76 / 861 / 0.445
after CTS: 6480 / 1.76 / 869 / 0.459
after global routing: 6480 / 1.69 / 869 / 0.493
final: 6480 / 1.79 / 869 / 0.454
metal layers:
| layer | vias to the layer above | global-route usage [%] |
|---|---|---|
| met5 | - | 0 |
| met4 | 0 | 1.06 |
| met3 | 9 | 0.854 |
| met2 | 45 | 18.0 |
| met1 | 1948 | 18.1 |
| li1 | 2171 | - |
Power is estimated from default activity; no workload was simulated.
